==> /design/flow/design.v <==
`timescale 1ns / 1ps
module ALU(
		input [31:00] inputA, inputB,
		input [03:00] AluControl,
		input [04:00] shamt,
		output reg [31:00] aluOut,
		output reg 	  zero
    );
	 reg [31:00] shiftZero = 0;
	 initial begin 
			zero   = 0;
			aluOut = 0;
	 end 
	 always @ (*) begin 
	 case (AluControl)
			4'b0000    :	aluOut = inputA + inputB;											 
			4'b0001	  :	aluOut = inputA - inputB;											 
			4'b0010    :	aluOut = ~inputA;														 
			4'b0011	  :	aluOut = inputA << shamt;											 
			4'b0100    :	aluOut = inputA >> shamt;											 
			4'b0101	  :	aluOut = inputA & inputB;											 
			4'b0110    :	aluOut = inputA | inputB;											 
			4'b0111	  :	aluOut = (inputA < inputB) ? 1 : 0;								 
	 endcase
	 if ( aluOut == 0 )
			zero = 1;
	 else zero = 0;
	 end 
endmodule
`timescale 1ns / 1ps
module ALUcontrol(
		input  [1:0] ALUop,
		input  [5:0] func,
		output reg [3:0] ALUControl
    );
	 always @ (*) begin
		if (ALUop == 3'b00)  begin				   
			case ( func ) 
				6'b000000 : ALUControl = 4'b0000;   
				6'b000001 : ALUControl = 4'b0001;   
				6'b000010 : ALUControl = 4'b0101;   
				6'b000011 : ALUControl = 4'b0110;   
				6'b000100 : ALUControl = 4'b0111;   
				6'b000101 : ALUControl = 4'b0011;   
				6'b000110 : ALUControl = 4'b0100;   
				6'b000111 : ALUControl = 4'b0001;   
			endcase
		end else if ( ALUop == 3'b01)begin		   
				ALUControl = 4'b0001;				   
		end else if ( ALUop == 3'b10 ) begin	   
				ALUControl = 4'b0111; 				   
		end else if ( ALUop == 3'b11 ) begin	   
				ALUControl = 4'b0000; 				   
		end 
	 end
endmodule
`timescale 1ns / 1ps
module Adder #(parameter N = 32)(
			input [N-1:00] first,
			input [N-1:00] second,
			output[N-1:00] sum
    );
	 assign sum = first + second;
endmodule
`timescale 1ns / 1ps
module Execute(
			input  [31:00]	inputA, inputB, immediate, nextPC,   
			input  [04:00] shamt,
			input  [05:00] funct,
			input  [01:00] ALUop,
			input 			ALUSrc,
			output [31:00] result,
			output 			zero,
			output [31:00] addResult			
    );
	 wire [3:00] ALUControl;
	 ALUcontrol ALUCntrl (
    .ALUop(ALUop), 
    .func(funct), 
    .ALUControl(ALUControl)
    );
	 wire [31:00] secondInput;
	 Mux2NToN mux2To1 (
    .zeroSource(inputB), 
    .oneSource(immediate), 
    .select(ALUSrc), 
    .out(secondInput)
    );
	 ALU MainALU (
    .inputA(inputA), 
    .inputB(secondInput), 
    .AluControl(ALUControl), 
    .shamt(shamt), 
    .aluOut(result), 
    .zero(zero)
    );
	 wire [31:00] shift2Left = immediate << 2;
	 Adder adder32  (
    .first(shift2Left), 
    .second(nextPC), 
    .sum(addResult)
    );
endmodule 
`timescale 1ns / 1ps
module Mux2NToN  #(parameter N = 32)(
		input [N - 1:0] zeroSource,
		input [N - 1:0] oneSource,
		input select,
		output [N - 1:0] out
    );
	 assign out = select ? oneSource : zeroSource;
endmodule
==> /design/flow/run.sh <==
#!/bin/bash
# OpenROAD 26Q1-2900-gdf79404cd8, Yosys 0.63+post, stock flow scripts
make -C /OpenROAD-flow-scripts/flow DESIGN_CONFIG=/design/flow/config.mk WORK_HOME=/design/flow/orfs finish
==> /design/flow/config.mk <==
export PLATFORM = sky130hd
export DESIGN_NAME = Execute
export DESIGN_NICKNAME = Execute
export VERILOG_FILES = /design/flow/design.v
export SDC_FILE = /design/flow/constraint.sdc
export NUM_CORES = 4
export LEC_CHECK = 1
export CORE_UTILIZATION = 50
==> /design/flow/constraint.sdc <==
current_design Execute

set clk_period 21.2
set clk_io_pct 0.2

create_clock -name clk0 -period $clk_period

set non_clock_inputs [all_inputs -no_clocks]
set_input_delay [expr $clk_period * $clk_io_pct] -clock clk0 $non_clock_inputs
set_output_delay [expr $clk_period * $clk_io_pct] -clock clk0 [all_outputs]
==> CHANGELOG.md <==
### Physical design

- Status: finished clean
- Port bufs: 203
- Boundary Pins: 207
- Logic area: 10960 sq um
- Cell variety after synth: 92
- CP max-delay cell: a2111oi_0
- Via-to-Cell Ratio: 6.786
- Layout area overhead: 16.99%
- Post-synth top cells: ha_1 (146), nand2_1 (127), mux2i_1 (122), a21oi_1 (120), inv_1 (117)
- Endpoints left unconstrained: 35
- Yosys top cell area share: 0.1463
- Mean Syn Cell Area: 7.437 sq um
- Worst Tran Pin Value: 1028 ps
- Die W: 160.0 um
- CP cell instances: clkdlybuf4s50_1 -> inv_1 -> ha_1 -> nor2_1 -> a2111oi_0 -> buf_4 -> o21ai_0 -> a2111oi_0 -> o41ai_1 -> and3_1 -> a221oi_1 -> o31ai_1 -> xor2_1 -> o221ai_1 -> dlxtn_1 -> clkdlybuf4s50_1
- Remaining Overflow, GRT: 0
- Largest fanout on the critical path: 11
- Post-synth tally of flip-flops with integrated enable: 0
- Initial antenna violation count: 1
- Per-cell routed wire length: 26.06 um
- RSZ-0062 raised after global routing: false
- Number of cells in Yosys stat: 1679
- Final wirelength: 55.67 mm
- Worst Path Class, Setup: input port to output pin
- Synthesis Warnings: 2
- 1st-iter DRT viols: 1747
- Die area: 25610 sq um
- Yosys top cell by area: ha_1
- Max_cap viols: 0
- HPWL after DPL: 44.13 mm
- Post-synth ARST share: 0
- Post-CTS Resized: 0
- CP required: 16960 ps
- Leakage power: 6.245 nW
- Worst EP arrival: 9810 ps
- Commonest flop: dlxtn_1
- Critical Path Source Type: input port
- Die Ht: 160.0 um
- Routability cong.: 1.022
- Cell area leaders: ha_1 (15%), mux2i_1 (9.8%), mux4_2 (8.8%)
- Setup TNS: 0 ps
- Dpl ws: 7233 ps
- Core area: 24390 sq um
- Fin worst setup slack: 7153 ps
- Worst Path Buf+Inv: 4
- Max incr delay on CP: 940 ps
- # placed instances: 2135
- Post-CTS Hold Buffers: 0
- Power after layout: 437.7 uW
- Register pins left without a clock: 35
- First-pass GRT wire length: 83.18 mm
- Worst rel slew slack: 0.2969
- Min-Delay Path Class: input port to output pin
- Total GRT Usage: 0.4358
- Worst setup EP type: output pin
- Maximum VDD drop: 0.00001994 V
- Share of layout cells above drive strength 1: 0.07234
- Setup violators final: 0
- Postcts setup bufs: 0
- Min Tclk post-route: 14050 ps
- Fill cell count: 2197
- Detail Route Antenna Nets: 0
- Number of OpenROAD warnings: 117
- Vias in the first global route: 13.59k
- Cell family with most CP delay: AND-OR/OR-AND gates
- Max Slew Vio Count: 0
- Register area: 526.8 sq um
- Count leader, synth: ha_1
- Final Hold Viols: 0
- Post-synth regs: 35
- Max Freq: 71.19 MHz
- Non-Filler Instances: 2136
- FP Rows: 57
- Largest net degree at the start of global routing: 56
- Floorplan Utilization: 0.5120
- Cycle use final: 0.6626
- Vias: 14.49k
- DRC Markers: 0
- 1st-pass router iterations: 7
- Synth Cell Area: 12490 sq um
- Chip Area, Yosys: 12490 sq um
- Power Dens Cells: 29.96 nW/um^2
- Post-Syn Instances: 1679
==> cells in the final DEF (no fill, tap or decap), types with 8 or more instances in the layout <==
cell type	n
a31oi_1	24
xor2_1	14
nand3_1	44
conb_1	32
a221o_1	10
o311ai_0	9
a22oi_1	20
a21oi_1	120
inv_1	117
a21o_1	29
o31ai_1	21
mux4_2	49
a2111oi_0	9
o22ai_1	13
buf_4	37
nor3_1	41
o211ai_1	24
nand2b_1	15
mux2_2	11
dlxtn_1	34
o21ai_0	98
nor2_1	107
a222oi_1	8
a221oi_1	12
nor2b_1	28
nand2_1	127
or3_1	13
a211o_1	8
mux2i_1	122
or2_2	9
o221ai_1	12
nor4_1	16
clkdlybuf4s50_1	198
and3_1	12
xnor2_1	36
nand4_1	18
ha_1	146
o21bai_1	14
a211oi_1	26
==> registers in the layout, indices dropped and copies added (netlist names) <==
signal	count
ALUCntrl.ALUControl	3
MainALU.aluOut	32
==> worst paths after layout <==
path                  cells after the start  startpoint  slack [ps]            to
worst min-delay path                      0   nextPC[0]        8480  addResult[0]
worst max-delay path                     16   inputA[4]        7150    result[30]
==> metal layers <==
layer	global-route usage	part of all wire	up-vias
met5	0	0.00029	-
li1	-	-	6570
met3	0.1212	0.11	179
met2	0.6698	0.44	918
met4	0.1913	0.056	2
met1	0.5768	0.39	6825
==> layout make-up <==
type                            count  share of cell area
Tap cell                          324             0.02775
Timing Repair Buffer              237              0.1554
Inverter                          119             0.03058
Multi-Input combinational cell   1420              0.7501
Sequential cell                    35             0.03606
Antenna cell                        1           0.0001713
==> cells by family after synthesis <==
family | count (synthesis) | share of synthesized area
AND-OR/OR-AND | 528 | 0.2864
XOR/XNOR | 50 | 0.03507
adder cells (fa/ha/maj) | 149 | 0.1511
buffers and inverters | 255 | 0.09198
latches | 35 | 0.04208
multiplexers | 189 | 0.2050
other | 1 | 0.0003003
AND/OR/NAND/NOR | 472 | 0.1881
==> through the flow <==
stage / cell area (sq um) / util / hold slack (ps)
final: 14610 / 0.5990 / 8480
after global placement: 14610 / 0.5989 / 8480
after floorplan: 12600 / - / 8546
after detailed placement: 14610 / 0.5989 / 8480
after global routing: 14610 / 0.5989 / 8480
after CTS: 14610 / 0.5989 / 8480
==> report_power, final <==
part,internal (mW),total (mW),leakage [nW],switching [mW]
combinational,0.183,0.424,5.96,0.241
clock,0.000000000708,0.000000000717,0.00000926,0
sequential,0.0112,0.0142,0.282,0.00300
total,0.194,0.438,6.24,0.244
Power figures rest on the tool's default switching activity, not on a simulated workload.
