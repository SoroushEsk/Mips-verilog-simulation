$ cat config.mk
export PLATFORM = sky130hd
export DESIGN_NAME = FetchModule
export DESIGN_NICKNAME = FetchModule
export VERILOG_FILES = /design/flow/design.v
export SDC_FILE = /design/flow/constraint.sdc
export NUM_CORES = 4
export LEC_CHECK = 1
export CORE_UTILIZATION = 40
export SYNTH_HDL_FRONTEND = slang
export SYNTH_MEMORY_MAX_BITS = 65536
$ cat constraint.sdc
current_design FetchModule

set clk_period 8.2
set clk_io_pct 0.2

create_clock -name clk0 -period $clk_period [get_ports {Clk}]

set non_clock_inputs [all_inputs -no_clocks]
set_input_delay [expr $clk_period * $clk_io_pct] -clock clk0 $non_clock_inputs
set_output_delay [expr $clk_period * $clk_io_pct] -clock clk0 [all_outputs]
$ cat design.v
`timescale 1ns / 1ps
module FetchModule(
			input hit1,
			input [31:0] branchTarget,
			input Clk,
			input PCSrc,
			output [31:0] inst,
			output [31:0] pcOut,
			output  hit
    );
	wire [31:0] pcWire_;
	wire [31:00] _pcOut;
	Mux64_32new muxPc (
		 .pcPlusFour(pcOut), 
		 .jumpAmount(branchTarget), 
		 .select(PCSrc), 
		 .PC(pcWire_)
    );
	PC pcReg (
	 .hit2(hit1),
    .dataInput(pcWire_), 
    .CLK(Clk), 
	 .hit(hit),
    .dataOut(_pcOut)
    );
	 wire [127:0] outOfMemory;
	 InstMemory instructionMem (
    .address(_pcOut), 
    .CLk(Clk), 
    .instruction(outOfMemory) 
    );
	 PCAdder pcadder (
    .Pc(_pcOut), 
    .PCPlus(pcOut)
    );
	 InstCache instCacheLevel1 (
    .address(_pcOut), 
    .data(outOfMemory), 
    .Clk(Clk), 
    .inst(inst), 
    .hit(hit)
    );
endmodule
`timescale 1ns / 1ps
module InstCache(
		input [31:0] address,
		input [127:0] data,
		input Clk,
		output reg [31:0] inst,
		output reg hit
    );
		reg [153:0] cacheLevel1 [7:0];
		integer i;
		initial begin
			for ( i = 0 ; i < 8 ; i = i + 1) begin 
					cacheLevel1[i] = 0;
			end  
			inst = 0;
			hit  = 0;
		end  
		reg [31:00] preAddress;
		always @ (data) begin
			preAddress  = address + 4;
			cacheLevel1[preAddress[6:4]][127:0]   = data;
			cacheLevel1[preAddress[6:4]][152:128] = preAddress[31:7];
			cacheLevel1[preAddress[6:4]][153]     = 1'b1;
		end  
		always @ (posedge Clk) begin
			if( cacheLevel1[address[6:4]][152:128] == address[31:7] && cacheLevel1[address[6:4]][153] == 1) begin
				case(address[3:2])
					2'b00: inst = cacheLevel1[address[6:4]][31:0];
					2'b01: inst = cacheLevel1[address[6:4]][63:32];
					2'b10: inst = cacheLevel1[address[6:4]][95:64];
					2'b11: inst = cacheLevel1[address[6:4]][127:96];
				endcase
				hit = 1;
			end  
			else begin
				inst = 32'b00001000000000000000000000000000;
				hit  = 0;
			end  
		end  
endmodule
`timescale 1ns / 1ps
module InstMemory(
		input [31:0] address,
		input CLk,
		output reg [127:0] instruction
    );
	 reg [7:0] instructionMemory[1023:0];
	 reg [2:0] counter;
	 reg [1023:0] i;
	 initial begin
			counter = -1;
			$readmemh("machineFile.txt",instructionMemory,0,1023);
				instruction[7:0]      =    instructionMemory[0];
				instruction[15:8]     =    instructionMemory[1];
				instruction[23:16]    =    instructionMemory[2];
				instruction[31:24]    =    instructionMemory[3];
				instruction[39:32]    =    instructionMemory[4];
				instruction[47:40]    =    instructionMemory[5];
				instruction[55:48]    =    instructionMemory[6];
				instruction[63:56]    =    instructionMemory[7];
				instruction[71:64]    =    instructionMemory[8];
				instruction[79:72]    =    instructionMemory[9];
				instruction[87:80]    =    instructionMemory[10];
				instruction[95:88]    =    instructionMemory[11];
				instruction[103:96]   =    instructionMemory[12];
				instruction[111:104]  =    instructionMemory[13];
				instruction[119:112]  =    instructionMemory[14];
				instruction[127:120]  =    instructionMemory[15];
	 end
	 always @ (negedge CLk ) begin
	 			counter = counter + 1;
			if ( counter == 4 )
				counter = 0;
				if (counter == 0) begin 
				instruction[7:0]      =    instructionMemory[address];
				instruction[15:8]     =    instructionMemory[address + 1];
				instruction[23:16]    =    instructionMemory[address + 2];
				instruction[31:24]    =    instructionMemory[address + 3];
				instruction[39:32]    =    instructionMemory[address + 4];
				instruction[47:40]    =    instructionMemory[address + 5];
				instruction[55:48]    =    instructionMemory[address + 6];
				instruction[63:56]    =    instructionMemory[address + 7];
				instruction[71:64]    =    instructionMemory[address + 8];
				instruction[79:72]    =    instructionMemory[address + 9];
				instruction[87:80]    =    instructionMemory[address + 10];
				instruction[95:88]    =    instructionMemory[address + 11];
				instruction[103:96]   =    instructionMemory[address + 12];
				instruction[111:104]  =    instructionMemory[address + 13];
				instruction[119:112]  =    instructionMemory[address + 14];
				instruction[127:120]  =    instructionMemory[address + 15];
			end
	end
endmodule
`timescale 1ns / 1ps
module Mux64_32new(
		input [31:0]pcPlusFour,
		input [31:0]jumpAmount,
		input select,
		output [31:0]PC
	 );
	 assign  PC = select ? jumpAmount : pcPlusFour;
endmodule
`timescale 1ns / 1ps
module PC(
		input hit2,
		input [31:0] dataInput, 
		input CLK,
		input hit,
		output reg [31:0] dataOut
    );
	 initial dataOut = 0; 
	 always @ (negedge CLK) begin
			if ( hit == 1)
				if ( hit2 == 1 )
			     dataOut <= dataInput; 
	 end
endmodule
`timescale 1ns / 1ps
module PCAdder(
	input [31:00] Pc,
	output [31:00] PCPlus
    );
	 assign PCPlus = Pc + 4;
endmodule
$ cat machineFile.txt
17
00
42
1c
17
00
42
1c
17
00
42
1c
17
00
42
1c
17
00
42
1c
00
00
63
10
00
28
60
00
00
00
00
00
00
00
00
00
00
00
00
00
00
00
00
00
00
00
00
00
00
00
00

00
00
00
00
00
00
00
00
00
00
00
00
0
0
0
0
0
0
0
0
0
0
0
0
0
0
0
0
0
0
0
0
0
0
0
0
0
0
0
0
0
0
0
0
0
0
0
0
0
0
0
0
0
0
0
0
0
0
0
0
0
0
0
0
0
0
0
0
0
0
0
0
0
0
0
0
0
0
0
0
0
0
0
0
0
0
0
0
0
0
0
0
0
0
0
0
0
0
0
0
0
0
0
0
0
0
0
0
0
0
0
0
0
0
0
0
0
0
0
0
0
0
0
0
0
0
0
0
0
0
0
0
0
0
0
0
0
0
0
0
0
0
0
0
0
0
0
0
0
0
0
0
0
0
0
0
0
0
0
0
0
0
0
0
0
0
0
0
0
0
0
0
0
0
0
0
0
0
0
0
0
0
0
0
0
0
0
0
0
0
0
0
0
0
0
0
0
0
0
0
0
0
0
0
0
0
0
0
0
0
0
0
0
0
0
0
0
0
0
0
0
0
0
0
0
0
0
0
0
0
0
0
0
0
0
0
0
0
0
0
0
0
0
0
0
0
0
0
0
0
0
0
0
0
0
0
0
0
0
0
0
0
0
0
0
0
0
0
0
0
0
0
0
0
0
0
0
0
0
0
0
0
0
0
0
0
0
0
0
0
0
0
0
0
0
0
0
0
0
0
0
0
0
0
0
0
0
0
0
0
0
0
0
0
0
0
0
0
0
0
0
0
0
0
0
0
0
0
0
0
0
0
0
0
0
0
0
0
0
0
0
0
0
0
0
0
0
0
0
0
0
0
0
0
0
0
0
0
0
0
0
0
0
0
0
0
0
0
0
0
0
0
0
0
0
0
0
0
0
0
0
0
0
0
0
0
0
0
0
0
0
0
0
0
0
0
0
0
0
0
0
0
0
0
0
0
0
0
0
0
0
0
0
0
0
0
0
0
0
0
0
0
0
0
0
0
0
0
0
0
0
0
0
0
0
0
0
0
0
0
0
0
0
0
0
0
0
0
0
0
0
0
0
0
0
0
0
0
0
0
0
0
0
0
0
0
0
0
0
0
0
0
0
0
0
0
0
0
0
0
0
0
0
0
0
0
0
0
0
0
0
0
0
0
0
0
0
0
0
0
0
0
0
0
0
0
0
0
0
0
0
0
0
0
0
0
0
0
0
0
0
0
0
0
0
0
0
0
0
0
0
0
0
0
0
0
0
0
0
0
0
0
0
0
0
0
0
0
0
0
0
0
0
0
0
0
0
0
0
0
0
0
0
0
0
0
0
0
0
0
0
0
0
0
0
0
0
0
0
0
0
0
0
0
0
0
0
0
0
0
0
0
0
0
0
0
0
0
0
0
0
0
0
0
0
0
0
0
0
0
0
0
0
0
0
0
0
0
0
0
0
0
0
0
0
0
0
0
0
0
0
0
0
0
0
0
0
0
0
0
0
0
0
0
0
0
0
0
0
0
0
0
0
0
0
0
0
0
0
0
0
0
0
0
0
0
0
0
0
0
0
0
0
0
0
0
0
0
0
0
0
0
0
0
0
0
0
0
0
0
0
0
0
0
0
0
0
0
0
0
0
0
0
0
0
0
0
0
0
0
0
0
0
0
0
0
0
0
0
0
0
0
0
0
0
0
0
0
0
0
0
0
0
0
0
0
0
0
0
0
0
0
0
0
0
0
0
0
0
0
0
0
0
0
0
0
0
0
0
0
0
0
0
0
0
0
0
0
0
0
0
0
0
0
0
0
0
0
0
0
0
0
0
0
0
0
0
0
0
0
0
0
0
0
0
0
0
0
0
0
0
0
0
0
0
0
0
0
0
0
0
0
0
0
0
0
0
0
0
0
0
0
0
0
0

0
0
0
0
0
0
0
0
0
0
0
0
0
0
0
0
0
0
0
0
0
0
0
0
0
0
0
0
0
0
0
0
0
0
0
0
0
0
0
0
0
0
0
0
0
0
0
0
0
0
0
0
0
0
0
0
0
0
0
0
0
0
0
0
0
0
0
0
0
0
0
0
0
0
0
0
0
0
0
0
0
0
0
0
0
0
0
0
0
0
0
0
0
0
0
0
0
0
0
0
0
0
0
0
0
0
0
0
0
0
0
0
0
0
0
0
0
0
0
0
0
0
0
0
0
0
0
0
0
0
0
0
0
0
0
0
0
0
0
0
0
0
0
0
0
0
0
0
0
0
0
0
0
0
0
0
0
0
0
0
0
0
0
0
0
0
0
0
0
0
0
0
0
0
0
0
0
0
0
0
00
0
$ cat run.sh
#!/bin/bash
# OpenROAD 26Q1-2900-gdf79404cd8, Yosys 0.63+post, stock flow scripts
make -C /OpenROAD-flow-scripts/flow DESIGN_CONFIG=/design/flow/config.mk WORK_HOME=/design/flow/orfs finish
==> qor.log <==
INFO  global_route   antenna_found_initial=0
INFO  pwr            p_leak=0.00398uW
INFO  layout         final.fill_count=1448
INFO  flow_run       log.warning_count=59
INFO  worst_setup_path crit_fanout=6
INFO  synth          synthMostInstantiatedCell=sky130_fd_sc_hd__dlxtp_1
INFO  synth          yosys_area=7080um^2
INFO  final_timing   final_hold_viol_count=0
INFO  synth          synthArstFlopShare=0%
INFO  drt            drt-wirelength-per-cell=18.8um
INFO  global_route   maximum_number_of_pins_on_one_net_before_global_route_repair=36
INFO  synth          synthTopCellsByCount=sky130_fd_sc_hd__dlxtp_1, sky130_fd_sc_hd__mux2_2, sky130_fd_sc_hd__mux2i_1, sky130_fd_sc_hd__buf_4, sky130_fd_sc_hd__xnor2_1
INFO  synth          synth-edff-count=32
INFO  place          detailedPlacementHpwl=12500um
INFO  drt            number_of_iterations_in_the_first_detailed_routing_pass=4
INFO  pwr            comb_power_share=6.3%
INFO  floorplan      io_pins=100
INFO  floorplan      floorplan.die.height=135um
INFO  final_timing   timing_max_transition_violations_final=0
INFO  pwr            peakVddDrop=0.0754mV
INFO  synth          postSynthAreaPerCell=12.2um^2
INFO  clocking       clk_path_buf_depth=2
INFO  drt            ant_nets=0
INFO  drt            num_antenna_cells=0
INFO  pwr            p_per_area=54.4nW/um^2
INFO  worst_setup_path critPathKind=reg -> out
INFO  floorplan      initial_utilization=40.9%
INFO  final_timing   endpoints_left_unconstrained=200
INFO  synth          synth_stat.cells=578
INFO  synth          top_cell_area_share=42.4%
INFO  pwr            share_of_power_burned_in_registers=39.0%
INFO  final_timing   post-route-worst-setup-slack=-44.2ps
INFO  final_timing   setup_repair_after_global_routing_missed_its_margin=yes
INFO  final_timing   fin_worst_hold_slack=727ps
INFO  flow_run       max-cap-violations=0
INFO  clocking       ctsHtreeMaxLevel=2
INFO  final_timing   tightest_slew=771ps
INFO  drt            wl=17900um
INFO  layout         final_instance_count_without_filler_cells=957
INFO  drt            viasPerCell=5.10
INFO  layout         drive_gt1_share=26.2%
INFO  pwr            power.clock.fraction=54.7%
INFO  synth          synth_flops=234
INFO  final_timing   unclocked_regs=200
INFO  synth          synth.yosys.warnings=0
INFO  synth          synth.distinct_cells=44
INFO  worst_setup_path critPathRequiredTime=6560ps
INFO  pwr            net-switching-power=142uW
INFO  place          finalWeightedCongestion=0.884
INFO  layout         area_growth=27.3%
INFO  floorplan      fp.dieArea=18200um^2
INFO  drt            num_vias=4876
INFO  pwr            p_sw_share=28.9%
INFO  global_route   track_usage=21.5%
INFO  worst_hold_path hold_path.class=reg -> reg
INFO  global_route   grt_remaining_overflow=0
INFO  floorplan      placementRows=48
INFO  worst_setup_path cp-end-kind=primary output
INFO  floorplan      chipWidth=135um
INFO  worst_hold_path timing.hold.worst_path_depth=1
INFO  final_timing   max_slew_headroom=48.5%
INFO  place          port_buffers=98
INFO  clocking       hold_buffers=0
INFO  global_route   grt_pass1_vias=4813
INFO  worst_setup_path cp_data_arrival_time=6600ps
INFO  drt            remaining_drc_errors=0
INFO  synth          dominantRegCellSynth=sky130_fd_sc_hd__dlxtp_1
INFO  clocking       ctsRootBufferMaster=sky130_fd_sc_hd__clkbuf_16
INFO  drt            dr.first_iter.drc_count=226
INFO  synth          synth_area=7080um^2
INFO  worst_setup_path rr_worst_depth=7
INFO  place          detailedPlace.worstSlack=101ps
INFO  run_status     status=finished with violations
INFO  clocking       cts.reportedPaths.clkPinSlew=50ps
INFO  synth          synth_cells=578
INFO  layout         layout.core_utilization=52.1%
INFO  run_status     failed_checks=negative setup slack
INFO  place          dpl.cell_count=904
INFO  pwr            total_power=490uW
INFO  pwr            cellInternalPower=349uW
INFO  synth          largest_area_cell=sky130_fd_sc_hd__dlxtp_1
INFO  clocking       cts_tree=built
INFO  clocking       clock.latency.late_pin=370ps
INFO  final_timing   worst_clock_skew=80.9ps
INFO  global_route   grt_first_pass_wirelength=27400um
INFO  clocking       cts-buffers-inserted=5
INFO  floorplan      coreArea=17300um^2
INFO  synth          area_leaders=sky130_fd_sc_hd__dlxtp_1, sky130_fd_sc_hd__edfxtp_1, sky130_fd_sc_hd__mux2_2
INFO  worst_setup_path setup.worst_path.start_class=flop
INFO  final_timing   setup_viol_count_final=3
[per-layer routing]
layer | global-route usage, % | share of wire [%] | wire [um] | up-vias
li1 | - | - | - | 2316
met1 | 31.4 | 44 | 7970 | 2368
met2 | 34.0 | 47 | 8490 | 172
met3 | 6.48 | 7.2 | 1290 | 20
met4 | 2.62 | 1.1 | 201 | 0
met5 | 0 | 0 | 0 | -
[cell families (layout without fill, tap and decap cells)]
| group | after synthesis | count (layout) | share of synthesized area [%] |
|---|---|---|---|
| muxes | 116 | 116 | 21.6 |
| adders and majority gates | 1 | 1 | 0.177 |
| xor gates and xnor gates | 50 | 50 | 6.19 |
| latches | 200 | 200 | 42.4 |
| AOI/OAI and AO/OA | 31 | 31 | 3.36 |
| DFF | 34 | 34 | 14.1 |
| other | 1 | 1 | 0.0530 |
| buffers and inverters | 59 | 213 | 5.64 |
| and+or+nand+nor | 86 | 86 | 6.44 |
[metrics by stage]
step,TNS [ps],instance area [um^2]
2_1_floorplan,0,7080
3_3_place_gp,0,8390
3_5_place_dp,0,8390
4_1_cts,-368,8810
5_1_grt,-1020,9010
6_report,-92.6,9010
[what timing repair did]
item,CTS,global route
pin swaps,8,10
resized,24,24
setup buffers,7,7
endpoints found under the setup margin,16,22
endpoints found under the hold margin,0,0
[area by class of cell]
| type | instances | area [um^2] | share of cell area [%] |
|---|---|---|---|
| Inverter | 3 | 11.3 | 0.125 |
| Sequential cell | 234 | 4000 | 44.4 |
| Clock inverter | 35 | 144 | 1.60 |
| Tap cell | 225 | 282 | 3.13 |
| Timing Repair Buffer | 170 | 1530 | 17.0 |
| Multi-Input combinational cell | 285 | 2910 | 32.3 |
| Clock buffer | 5 | 125 | 1.39 |
[power by group through the flow]
stage	registers [uW]	logic, uW	clock network (uW)
4_1_cts	191	31.2	275
5_1_grt	190	32.8	296
6_report	191	30.9	268
[cell usage in the layout, fill, tap and decap left out, types with 4 or more instances in the layout]
cell type and instances:
sky130_fd_sc_hd__nand2b_1 4, sky130_fd_sc_hd__inv_1 35, sky130_fd_sc_hd__mux2_2 51, sky130_fd_sc_hd__clkdlybuf4s50_1 93
sky130_fd_sc_hd__nor2_1 16, sky130_fd_sc_hd__a221oi_1 10, sky130_fd_sc_hd__clkbuf_16 5, sky130_fd_sc_hd__buf_4 69
sky130_fd_sc_hd__xor2_1 10, sky130_fd_sc_hd__nand4_1 11, sky130_fd_sc_hd__dlxtp_1 200, sky130_fd_sc_hd__xnor2_2 11
sky130_fd_sc_hd__and3_1 4, sky130_fd_sc_hd__nand3_1 6, sky130_fd_sc_hd__edfxtp_1 32, sky130_fd_sc_hd__o22ai_1 11
sky130_fd_sc_hd__nand2_1 16, sky130_fd_sc_hd__xor2_2 4, sky130_fd_sc_hd__mux2i_1 40, sky130_fd_sc_hd__mux4_2 24
sky130_fd_sc_hd__xnor2_1 23
[worst max-delay path: stages (launching register included)]
cell and delay [ps]:
sky130_fd_sc_hd__edfxtp_1 430, sky130_fd_sc_hd__nand3_1 140, sky130_fd_sc_hd__nand2b_4 210, sky130_fd_sc_hd__nor4_2 340
sky130_fd_sc_hd__nand4_1 240, sky130_fd_sc_hd__xnor2_2 250, sky130_fd_sc_hd__clkdlybuf4s50_1 520
[flip-flops by register name (all words and copies together), names as in the netlist]
| signal | count |
|---|---|
| instCacheLevel1.cacheLevel1 | 200 |
| instCacheLevel1.hit | 1 |
| instCacheLevel1.inst | 1 |
| pcReg.dataOut | 32 |
[path summary, 6_finish.rpt]
check                                       from  slack [ps]                        to
worst min-delay path            pcReg.dataOut[2]         730          pcReg.dataOut[2]
worst min register to register  pcReg.dataOut[2]         730          pcReg.dataOut[2]
worst max register to register  pcReg.dataOut[4]         830  instCacheLevel1.inst[30]
worst max-delay path            pcReg.dataOut[2]         -40                 pcOut[31]
Power figures rest on the tool's default switching activity, not on a simulated workload.
