[flow/design.v]
`timescale 1ns / 1ps
module dataMemoryCachelvl1(
		input [31:0] address, inputData,
		input [127:0] memoryInput,
		input Clk, readMem, writeMem,
		output reg [31:0] data,
		output reg hit
    );
		reg [153:0] cacheLevel1 [7:0];
		integer i;
		initial begin
			for ( i = 0 ; i < 8 ; i = i + 1) begin 
					cacheLevel1[i] = 0;
			end  
			data = 0;
			hit  = 0;
		end  
		reg [31:00] preAddress;
		always @ (memoryInput) begin
			preAddress  = address + 4;
			cacheLevel1[preAddress[6:4]][127:0]   = memoryInput;
			cacheLevel1[preAddress[6:4]][152:128] = preAddress[31:7];
			cacheLevel1[preAddress[6:4]][153]     = 1'b1;
		end  
		always @ (posedge Clk) begin
			if( cacheLevel1[address[6:4]][152:128] == address[31:7] && cacheLevel1[address[6:4]][153] == 1) begin
				if ( readMem ) begin
					case(address[3:2])
						2'b00: data = cacheLevel1[address[6:4]][31:0];
						2'b01: data = cacheLevel1[address[6:4]][63:32];
						2'b10: data = cacheLevel1[address[6:4]][95:64];
						2'b11: data = cacheLevel1[address[6:4]][127:96];
					endcase
					end  
				if ( writeMem )begin 
					case(address[3:2])
						2'b00: cacheLevel1[address[6:4]][31:0]   = inputData;
						2'b01: cacheLevel1[address[6:4]][63:32]  = inputData;
						2'b10: cacheLevel1[address[6:4]][95:64]  = inputData;
						2'b11: cacheLevel1[address[6:4]][127:96] = inputData;
					endcase
				end
				hit = 1;
			end  
			else begin
				data = 32'b00001000000000000000000000000000;
				hit  = 0;
			end  
		end  
endmodule
[flow/run.sh]
#!/bin/bash
# OpenROAD 26Q1-2900-gdf79404cd8, Yosys 0.63+post, stock flow scripts
make -C /OpenROAD-flow-scripts/flow DESIGN_CONFIG=/design/flow/config.mk WORK_HOME=/design/flow/orfs finish
[flow/config.mk]
export PLATFORM = sky130hd
export DESIGN_NAME = dataMemoryCachelvl1
export DESIGN_NICKNAME = dataMemoryCachelvl1
export VERILOG_FILES = /design/flow/design.v
export SDC_FILE = /design/flow/constraint.sdc
export NUM_CORES = 4
export LEC_CHECK = 1
export CORE_UTILIZATION = 50
[flow/constraint.sdc]
current_design dataMemoryCachelvl1

set clk_period 36.3
set clk_io_pct 0.2

create_clock -name clk0 -period $clk_period [get_ports {Clk}]

set non_clock_inputs [all_inputs -no_clocks]
set_input_delay [expr $clk_period * $clk_io_pct] -clock clk0 $non_clock_inputs
set_output_delay [expr $clk_period * $clk_io_pct] -clock clk0 [all_outputs]
==> impl_metrics.csv <==
group,metric,value,unit
run_status,status,"aborted with a tool error",
run_status,haltStage,"1_2_yosys",
run_status,error,"ERROR: Found 1024 problems in 'check -assert'.",
yosys,yosysWarnings,2,
yosys,synthFlopType,"dlxtn_1",
yosys,ys_sh_aoi,0.08317,
yosys,synth-edff-count,1024,
yosys,mux_share,0.05048,
yosys,synthArstFlopShare,0,
yosys,synth_cell_types,72,
yosys,simple_gate_area_frac,0.03061,
yosys,synth_adder_area_share,0,
yosys,synth_flop_count,2289,
yosys,synthXorXnorAreaFrac,0.006985,
yosys,yosys_area,61440,µm²
yosys,ys_cells,3967,
yosys,synthTopLogicFamily,"AND-OR/OR-AND gates",
[cells in the mapped netlist, drive strengths merged (5+ instances only)]
| library cell | instances | area, µm² |
|---|---|---|
| a2111oi | 10 | 87.58 |
| a211o | 10 | 87.58 |
| a211oi | 27 | 202.7 |
| a21boi | 5 | 37.54 |
| a21o | 6 | 45.04 |
| a21oi | 130 | 654.4 |
| a221o | 13 | 130.1 |
| a221oi | 94 | 829.5 |
| a22o | 22 | 192.7 |
| a22oi | 81 | 608.1 |
| a311oi | 7 | 61.31 |
| a31oi | 39 | 244.0 |
| a32oi | 6 | 52.55 |
| and2 | 6 | 37.54 |
| and3 | 5 | 31.28 |
| buf | 95 | 539.3 |
| clkbuf | 109 | 409.1 |
| dfxtp | 33 | 660.6 |
| dlxtn | 1232 | 18500 |
| edfxtp | 1024 | 30750 |
| inv | 16 | 60.05 |
| mux2 | 65 | 732.0 |
| mux2i | 158 | 1582 |
| mux4 | 35 | 788.3 |
| nand2 | 140 | 525.5 |
| nand2b | 14 | 87.58 |
| nand3 | 30 | 150.1 |
| nand3b | 10 | 75.07 |
| nand4 | 13 | 81.33 |
| nor2 | 115 | 431.7 |
| nor2b | 10 | 62.56 |
| nor3 | 48 | 265.3 |
| nor4 | 5 | 31.28 |
| o2111ai | 10 | 87.58 |
| o211ai | 17 | 127.6 |
| o21ai | 139 | 695.7 |
| o221ai | 28 | 245.2 |
| o22ai | 57 | 356.6 |
| o2bb2ai | 9 | 78.83 |
| or3 | 5 | 31.28 |
| xnor2 | 32 | 280.3 |
| xor2 | 17 | 148.9 |
[cells by family after synthesis]
group | after synthesis
xor gates and xnor gates | 49
and+or+nand+nor | 409
DFF | 1057
other | 1
AOI/OAI and AO/OA | 741
muxes | 258
buffers and inverters | 220
latches | 1232
